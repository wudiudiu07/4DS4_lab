**constraint.sdc**
```tcl
current_design Nios_Imageline_Interface

set clk_period 6.6
set clk_io_pct 0.2

create_clock -name clk0 -period $clk_period [get_ports {Clock}]

set non_clock_inputs [all_inputs -no_clocks]
set_input_delay [expr $clk_period * $clk_io_pct] -clock clk0 $non_clock_inputs
set_output_delay [expr $clk_period * $clk_io_pct] -clock clk0 [all_outputs]
```
**design.v**
```verilog
`timescale 1ns/100ps
`default_nettype none
module Nios_Imageline_Interface (
	input logic Clock,
	input logic Resetn,
	output logic [31:0] Filter_config,
	output logic [31:0] Filter_config_5,
	output logic [31:0] Filter_config_6,
	output logic [31:0] Filter_config_7,
	output logic [2:0] State_reload,
	input logic [2:0] State_read,
	output logic SDRAM_wr_src,
	output logic SDRAM_rd_src,
	output logic SDRAM_wren,
	output logic SDRAM_rden,
	output logic [15:0] SDRAM_wr_data_1,
	output logic [15:0] SDRAM_wr_data_2,
	input logic [15:0] SDRAM_rd_data_1,
	input logic [15:0] SDRAM_rd_data_2,
	input logic [10:0] address,
	input logic chipselect,
	input logic read,
	input logic write,
	output logic [31:0] readdata,
	input logic [31:0] writedata,
	output logic waitrequest
);
logic waitrequest_buf, waitrequest_buf_1;
logic chipselect_buf;
always_ff @(negedge Clock or negedge Resetn) begin
	if (~Resetn) begin
		waitrequest <= 1'b0;
	end else begin
		if (chipselect) begin
			if (!chipselect_buf) begin
				waitrequest <= 1'b1;
			end else begin
				if (waitrequest_buf_1) waitrequest <= 1'b0;
			end
		end else waitrequest <= 1'b0;
	end
end
always_ff @(posedge Clock or negedge Resetn) begin
	if (~Resetn) begin
		waitrequest_buf <= 1'b0;
		waitrequest_buf_1 <= 1'b0;
		chipselect_buf <= 1'b0;
	end else begin
		waitrequest_buf <= waitrequest;
		waitrequest_buf_1 <= waitrequest_buf;
		chipselect_buf <= chipselect;
	end
end
always_ff @(posedge Clock or negedge Resetn) begin
	if (~Resetn) begin
		SDRAM_rden <= 1'b0;
	end else begin
		if (chipselect & read & (address == 11'd0) & (waitrequest & !waitrequest_buf))
			SDRAM_rden <= 1'b1;
		else
			SDRAM_rden <= 1'b0;		
	end
end
always_ff @(posedge Clock or negedge Resetn) begin
	if (~Resetn) begin
		readdata <= 32'd0;
	end else if (chipselect & read & waitrequest_buf_1) begin
		case (address)
			11'd0 : readdata <= {SDRAM_rd_data_1,SDRAM_rd_data_2};
			11'd1 : readdata <= {27'd0, 
				State_read, SDRAM_wr_src, SDRAM_rd_src };
			default : readdata <= 32'd0;
		endcase
	end
end
always_ff @(posedge Clock or negedge Resetn) begin
	if (~Resetn) begin
		SDRAM_wren <= 1'b0;
		SDRAM_wr_data_1 <= 16'h0000;
		SDRAM_wr_data_2 <= 16'h0000;
	end else begin
		if (chipselect & write & (address == 11'd0) & (waitrequest & !waitrequest_buf)) begin
			SDRAM_wren <= 1'b1;
			SDRAM_wr_data_1 <= writedata[31:16];
			SDRAM_wr_data_2 <= writedata[15:0];
		end else SDRAM_wren <= 1'b0;
	end
end
always_ff @(posedge Clock or negedge Resetn) begin
	if (~Resetn) begin
		State_reload <= 3'd0;
		SDRAM_wr_src <= 1'b0;
		SDRAM_rd_src <= 1'b0;
	end else begin
		if (chipselect & write & 
			(address == 11'd1) & 
			(waitrequest & !waitrequest_buf)
		) begin
			State_reload <= writedata[4:2];
			SDRAM_wr_src <= writedata[1];
			SDRAM_rd_src <= writedata[0];
		end
	end
end
always_ff @(posedge Clock or negedge Resetn) begin
	if (~Resetn) begin
		Filter_config <= 32'd0;
		Filter_config_5 <= 32'd0;
		Filter_config_6 <= 32'd0;
		Filter_config_7 <= 32'd0;
	end else begin
		if (chipselect & write & (address == 11'd4) & (waitrequest & !waitrequest_buf))
			Filter_config <= writedata;
		if (chipselect & write & (address == 11'd5) & (waitrequest & !waitrequest_buf))
			Filter_config_5 <= writedata;
		if (chipselect & write & (address == 11'd6) & (waitrequest & !waitrequest_buf))
			Filter_config_6 <= writedata;
		if (chipselect & write & (address == 11'd7) & (waitrequest & !waitrequest_buf))
			Filter_config_7 <= writedata;
	end
end
endmodule
```
**run.sh**
```bash
#!/bin/bash
# OpenROAD 26Q1-2900-gdf79404cd8, Yosys 0.63+post, stock flow scripts
make -C /OpenROAD-flow-scripts/flow DESIGN_CONFIG=/design/flow/config.mk WORK_HOME=/design/flow/orfs finish
```
**config.mk**
```make
export PLATFORM = sky130hd
export DESIGN_NAME = Nios_Imageline_Interface
export DESIGN_NICKNAME = Nios_Imageline_Interface
export VERILOG_FILES = /design/flow/design.v
export SDC_FILE = /design/flow/constraint.sdc
export NUM_CORES = 4
export LEC_CHECK = 1
export CORE_UTILIZATION = 30
```
==> run notes <==
Synthesis and place-and-route results.

- The run finished with clean final reports.
- The cell with the most instances after synthesis is dfrtp_1.
- The number of antenna violations at the first check in global routing came to 0.
- TritonCTS built the clock tree.
- The length of the first detailed-routing pass in iterations is 4.
- For the worst setup path, the data required time is 5.28 ns.
- Antenna repair during routing inserted a diode count of 0.
- The final wirelength is 19800 µm.
- Setup slack on the worst reg-to-reg path comes out at 0.92 ns.
- Across all checked pins, the minimum headroom to the slew limit is 37.4%.
- The number of primary I/O pins is 283.
- The cell family contributing the most delay on the critical path is buffers and inverters.
- The routability congestion estimate is 0.821.
- The startpoint of the most critical register-to-register path is waitrequest.
- The violation count after the first detailed-routing iteration is 149.
- The type of the setup path with the least slack is reg -> out.
- Counting the warning lines in the Yosys log gives 1.
- The share of cells above drive strength 1 is 12.6%.
- Along the worst path, the maximum fanout reaches 5.
- The stage logs contain a warning count of 25.
- The worst-margin pin slew is 0.939 ns.
- The count of endpoints failing setup in the final report is 0.
- The peak ir drop on the vdd network is 0.169 mV.
- The via count of the first global-routing pass is 5442.
- The report puts the hold buffer count at CTS at 0.
- The report gives the cell count of the worst hold path as 0.
- Per the CTS log, the maximum H-tree level is 1.
- The library cell used as clock root buffer is clkbuf_16.
- The number of cells in the yosys synthesis report is 476.
- The report lists the number of cells resized after CTS as 0.
- Setup repair after global routing left no endpoint under its margin.
- The post-route cell area is 0.0119 mm².
- According to the floorplan report, the placeable core area is 0.0253 mm².
- The CTS clock-pin slew for the worst setup and hold paths is 0.06 ns.
- The final worst clock skew is 0.0167 ns.
- The cell area after technology mapping is 0.00779 mm².
- The fraction of synthesized cell area taken by the top area cell type is 64.9%.
- Per the run report, area growth between synthesis and finish was 53.2%.
- The overall overflow remaining after global route is 0.
- The setup TNS is 0 ns.
- Together, buffers and inverters on the worst path number 1.
- The per-cell via count in the routed design is 4.63.
- The kind of launch point of the worst setup path is a flop.
- The post-route utilization of the core is recorded as 47.1%.
- The placement report lists the number of port buffers as 282.
- The tally of filler cells in the layout is 2160.
- The analysis attributes to cell leakage a power of 5.77 nW.
- Ranked by instance count, the synthesized netlist is headed by 202 x dfrtp_1, 126 x mux2_1, 30 x mux2_4.
- Once placement finished, the instance area stood at 0.0110 mm².
- For reference, the final report shows the max-slew violation count at 0.
- The count of final hold-check violations is 0.
- Sequential elements use 65.2% of the synthesized area.
- On the critical path the data arrives at 4.77 ns.
- The total die size is 0.0266 mm².
- The clock passes through at most 3 buffers.
- Among all flip-flop cells after synthesis, the most frequent one is dfrtp_1.
- The startpoint of the most critical hold path is waitrequest_buf.
- The worst register-to-register path depth is 4.
- The endpoint of the worst hold-timing path is waitrequest_buf_1.
- The number of different library cells used by synthesis comes to 30.
- In this run the power density over the cells is 237 mW/mm².
- The horizontal die dimension is 163 µm.
- The synthesized design spends more area on one cell type than any other, namely dfrtp_1.
- The total half-perimeter wirelength after legalization and detailed placement is 13700 µm.
- The number of flip-flops and latches in the synthesized netlist is 203.
- The maximum number of pins on one net before global-route repair is 90.
- Post-CTS timing repair inserted 0 buffers for setup.
- The report counts max-capacitance violations totalling 0.
- Total power for the finished layout comes to 0.00283 W.
- The area taken by flip-flops and latches is 0.00508 mm².
- The report lists the cells along the critical path as clkdlybuf4s50_1.
- The count of unresolved DRC violations after routing is 0.
- Summed over all routing layers, the global router reports a total usage of 15.8%.
- The delay of the slowest cell on the worst path is 0.50 ns.
- The cell row count is 58.
- The share of the core area taken by cells at floorplan is 30.8%.
- The vias after detailed routing is 5158.
- The synthesized design contains 0 enable-type register cells.
- The TritonCTS buffer count is 22.
- STA reports the tightest min-delay check as being of type reg -> reg.
- The slowest cell on the critical path is clkdlybuf4s50_1.
- Of all flip-flops after synthesis, the portion carrying an async set or reset was 100%.
- The height of the chip is 163 µm.
- The count of mapped cells out of synthesis is 476.
- The clock network latency to the later pin of the worst-skew pair is 0.51 ns.
- For this design, the sink count on the clock tree is 203.
- The mean routed wirelength per cell is 17.8 µm.
- The capture point of the worst register-to-register path is recorded as Filter_config_7[1].
- In this run the remaining antenna-violating nets after routing total 0.
- The average instance in the mapped netlist occupies 16.4 µm².
- The global-route wire length before repair is 31600 µm.
- The worst setup path is captured at a primary output.
- For this run, the chip area from Yosys synthesis comes to 0.00779 mm².
- The layout report lists the multi-input gate area as 0.00258 mm².
- For reference, the top cells by area after synthesis are dfrtp_1 65%, mux2_1 18%, mux2_4 5.8%, a22o_1 3.0%, mux2_2 1.3%.
[how the worst max path moves through the flow]
stage	start	end	slack, ns	cells after the start
5_1_grt	waitrequest	waitrequest	0.44	1
4_1_cts	waitrequest	waitrequest	0.48	1
6_report	waitrequest	waitrequest	0.51	1
[flip-flops by register name (all words and copies together), names as in the netlist]
signal             flops
Filter_config         32
Filter_config_5       32
Filter_config_6       32
Filter_config_7       32
readdata              32
SDRAM_wr_data_1       16
SDRAM_wr_data_2       16
State_reload           3
SDRAM_rd_src           1
SDRAM_rden             1
SDRAM_wr_src           1
SDRAM_wren             1
chipselect_buf         1
waitrequest            1
waitrequest_buf        1
waitrequest_buf_1      1
[power breakdown]
part           internal, W  leakage (nW)  switching (W)
logic            0.0000528          2.50      0.0000532
registers          0.00125          2.83     0.00000184
clock network     0.000991         0.436       0.000487
[metrics by stage]
stage | std cells | setup WS (ns) | hold WS (ns)
finish | 1114 | 0.511 | 0.410
global route | 1114 | 0.442 | 0.428
CTS | 1114 | 0.481 | 0.408
detailed placement | 1074 | 0.931 | 0.395
global placement | 1074 | 0.961 | 0.380
floorplan | 476 | 1.58 | 0.359
[final cells by class]
| class | instances | area share [%] |
|---|---|---|
| multi-input cells | 239 | 21.6 |
| clock buffers | 29 | 5.35 |
| well taps | 330 | 3.46 |
| inverters | 6 | 0.189 |
| clock inverters | 11 | 2.16 |
| flip-flops and latches | 203 | 42.6 |
| repair buffers | 296 | 24.7 |
[per-layer routing]
| layer | share of wire [%] | global-route usage, % |
|---|---|---|
| met5 | 0 | 0 |
| met4 | 2.3 | 3.02 |
| met1 | 44 | 23.6 |
| met2 | 45 | 23.4 |
| met3 | 8.8 | 4.89 |
[cells by family after synthesis]
group / count (synthesis) / synth area share (%)
flip-flops: 203 / 65.2
AND/OR/NAND/NOR: 41 / 3.90
buffers and inverters: 34 / 1.99
multiplexers: 165 / 25.3
AND-OR/OR-AND: 33 / 3.61
[layout by cell type, fill, tap and decap left out, drive strengths merged, types with 2 or more instances in the layout]
master and count:
a22o 27, buf 14, bufinv 8, clkbuf 30, clkdlybuf4s50 281, clkinv 2
dfrtp 202, inv 6, mux2 165, nand2 5, nand4 11, nor4 4
nor4bb 7, o211ai 5, or4 3
No activity file was given, so power comes from the tool's default toggle rates.
